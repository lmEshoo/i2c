[run.sh]
#!/bin/bash
# OpenROAD 26Q1-2900-gdf79404cd8, Yosys 0.63+post, stock flow scripts
make -C /OpenROAD-flow-scripts/flow DESIGN_CONFIG=/design/flow/config.mk WORK_HOME=/design/flow/orfs finish
[config.mk]
export PLATFORM = sky130hd
export DESIGN_NAME = I2CSlave
export DESIGN_NICKNAME = I2CSlave
export VERILOG_FILES = /design/flow/design.v
export SDC_FILE = /design/flow/constraint.sdc
export NUM_CORES = 4
export LEC_CHECK = 1
export CORE_AREA = 10 10 89 89
export DIE_AREA = 0 0 99 99
[constraint.sdc]
current_design I2CSlave

set clk_period 1.6
set clk_io_pct 0.2

create_clock -name clk0 -period $clk_period [get_ports {clk}]

set non_clock_inputs [all_inputs -no_clocks]
set_input_delay [expr $clk_period * $clk_io_pct] -clock clk0 $non_clock_inputs
set_output_delay [expr $clk_period * $clk_io_pct] -clock clk0 [all_outputs]
[design.v]
`timescale 1ns / 1ps
module Filter(sig, reset, clk ,fsig, ne, pe
    );
	 input sig, reset, clk;
	 output reg  fsig;
output	 ne, pe;
	 reg [7:0] fR;
	 reg state=0;
	 wire A0s, A01;
	assign A0s = (fR == 0);	 
	assign A1s= (fR==8'hFF);
	assign ne = A0s & fsig;
	assign pe= !fsig & A1s;
	 always @ (posedge clk)
begin 
	 	 if(reset)
		 begin 
		 fR<=0; fsig<=0; state<=1;
		 end
		 case (state)
 1: 
	 begin
		 fR<={sig,fR[7:1]};
		 if(A0s) begin fsig<=0; state<=1;end
		 else if(A0s==0 && A1s==0) state<=1;
		 else if(A0s==0 && A1s==1) begin fsig<=1; state<=1; end
	 end
endcase
end
endmodule
`timescale 1ns / 1ps
module I2CSlave(clk,reset,scl,sda, DOUT, addr, datar,W,led);
inout scl, sda;
input clk, reset;
input [7:0] DOUT;
output  reg W;
output reg[4:0] addr;
output reg [7:0] datar;
reg [7:0] my_addr;
reg [7:0] fR, Txr,RAM;
reg sda_int;
reg scl_int;
reg Nb,dir;
reg state;
wire fsda,fscl;
wire cne,cpe,dne,dpe;
output [3:0] led;
Filter CLOCK1(scl, reset, clk ,fscl, cne, cpe);
Filter data(sda, reset, clk ,fsda, dne,dpe);
assign led=state;
always @ (posedge clk)
begin
if (reset)
state<=1;
case (state)
0: begin 
	sda_int<=1;
	scl_int<=1;
	if(dpe&fscl)
		state<=1;
	else
	state<=0;
	end
1: 
begin
sda_int<=1;
	scl_int<=1;
	if (dne&fscl) begin Nb<=8; state<=2; end
	else state<=1;
end
2: 
begin
	if(Nb==0 && datar[7:0]==my_addr)
	begin dir<=datar[0]; state<=3;end
	else if (Nb==0 && !datar[7:0]==my_addr)
	begin state<=0; end
	else if (Nb!=0 && cpe==0)
	begin state<=2;end
	else if (Nb==0 && cpe==1)
	begin datar<={datar[6:0],fsda}; Nb<=Nb-1;state<=2; end
end
3: 
begin
if(cne) begin sda_int<=0; state<=4; end
else state<=3;
end
4:
begin
if (cne) begin sda_int<=1; Nb<=8; state<=5; end
else state<=4;
end
5:
begin
if(Nb==0) state<=6;
else if( Nb!=0 && cpe==0) begin state<=5; end
else if (Nb!=0 && cpe==1) begin addr<={addr[3:0], fsda}; Nb<=Nb-1; end  
end
6:
begin
if (cne) begin sda_int<=0; state<=7;end
else state<=6;
end
7: 
begin
if(cne==0) state<=7;
else if (cne==1 && dir==1) begin sda_int<=1; Nb<=8; state<=11; end
else if (cne==1 && dir==0) begin sda_int<=1; Nb<=8; state<=8; end
end
8:
begin
if(dne&fscl) state<=1;
else if (!(dne&fscl) && Nb!=0 && !cpe) state<=8;
else if (!(dne&fscl) && Nb==0) begin W<=0; addr<=addr+1; state<=9; end
else if (!(dne&&fscl) && Nb!=0 && cpe)begin  datar<={datar[6:0],fsda}; Nb<=Nb-1; end
end
9:
begin
if(cne) begin sda_int<=0; state<=10; end
else state<=9;
end
10:
begin
if(cne) begin sda_int<=1; Nb<=8; state<=8;end
else state<=10;
end
11:
begin
sda_int<=1; scl_int<=1;
if( dpe&fscl) state=1;
else if(!(dpe&fscl) && (! dne& fscl)) state<=11;
else if(!(dpe&fscl) && (dne& fscl)) begin Nb<=8; state<=12; end
end
12:
begin
if( Nb!=0 && cpe==0) state<=12;
else if(  Nb!=0 && cpe==1) begin datar<={datar[6:0],fsda}; Nb<= Nb-1; state<=12; end 
else if (Nb==0 && datar[7:1]==my_addr && datar[0]==1) begin Txr<=DOUT; Nb=8; addr<=addr+1; state<=13; end
else if(Nb==0 && datar[7:1]!=my_addr) state<=0;
else if(Nb==0 && datar[7:1]==my_addr && datar[0]==0) state<=0;
end
13: 
begin
if(cne) state<=13;
else  state<=14;
end
14:
begin
sda_int<=Txr[7]; state<=15;
end
15:
begin
if (dpe&fscl) state<=1;
else if(!dpe&fscl && Nb!=0 && cne==0) state<=15;
else if(!dpe&fscl && Nb!=0 && cne==1) begin Txr<={Txr[6:0], 1'b1}; Nb<=Nb-1; state<=14; end
else if(!dpe&fscl && Nb==0) begin sda_int<=1; state<=16; end
end
 16: 
 begin
 if(!cpe) state<=16;
 else if( cpe && sda) state<=0;
 else if (cpe && !sda) begin Txr<=RAM[addr]; Nb<=8; addr<=addr+1; state=13; end
end
endcase
end 
endmodule	
==> results.sh <==
# physical design summary
export IMPL_grt_max_degree=14
export IMPL_die_h_microns=99
export IMPL_hold_buffers=0
export IMPL_synth_compound_area_share_pct=3.737
export IMPL_syn_inst=77
export IMPL_firstError="[ERROR RSZ-0074] Failed to build tree from global routes for pin 'sda' and net 'sda' at grid (3450, 44850): found route to 2 pins, expected 1"
export IMPL_synth_distinct_cells=17
export IMPL_cts_max_path_buffers=2
export IMPL_post_cts_buffers=0
export IMPL_yosysWarningCount=3
export IMPL_fp_util_pct=16.21
export IMPL_untimed_endpoints=2
export IMPL_hpwl_microns=1111
export IMPL_row_count=28
export IMPL_dpl_cell_count=151
export IMPL_clockRootBuffer="clkbuf_8"
export IMPL_cts_sinks=21
export IMPL_portBuffers=2
export IMPL_gp_congestion=0.7870
export IMPL_xor_share_pct=0
export IMPL_synth_simple_area_share_pct=21.39
export IMPL_io_pins=30
export IMPL_yosys_cells=77
export IMPL_htreeDepth=1
export IMPL_die_x_microns=99
export IMPL_stop_stage="global routing"
export IMPL_netlist_area_sq_um=970.9
export IMPL_status="stopped before the end"
export IMPL_numCtsBuffers=3
export IMPL_avgSynthCellArea_sq_um=12.61
export IMPL_ys_flops=21
export IMPL_ctsResizeCount=0
export IMPL_ys_sh_adder_pct=0
export IMPL_synth_area_mux_share_pct=0
export IMPL_synth_seq_share_pct=59.79
export IMPL_topCombFamilyByArea="simple AND/OR/NAND/NOR gates"
export IMPL_yosys_area_sq_um=970.9
stage by stage:
step           total power [W]  hold slack (ns)  area, sq um  setup slack (ns)
2_1_floorplan        0.0006816           0.4846         1031            0.5408
3_3_place_gp         0.0006660           0.5138         1006            0.1464
3_5_place_dp         0.0006664           0.5196         1006            0.1580
4_1_cts               0.001025           0.2482         1055            0.1758
cell usage after synthesis:
master     n  area share [%]
nor4b_1    1            0.90
nor2b_1    1            0.64
and3_1     1            0.64
nor3_1     2             1.0
conb_1     1            0.39
clkbuf_1   1            0.39
a32oi_1    2             1.8
inv_1      1            0.39
dfxtp_1    5              10
nor4_2     2             2.6
buf_4     18              14
and2_1    16              10
nor2_1     1            0.39
or2_2      2             1.3
edfxtp_1  16              49
and4_1     4             3.6
a31oi_1    3             1.9
cells by family after synthesis:
kind of cell	Yosys count
other cells	1
buf+inv	20
flops	21
simple gates	30
compound gates	5
Power figures rest on the tool's default switching activity, not on a simulated workload.
